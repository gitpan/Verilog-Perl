### flow/run.sh
#!/bin/bash
# OpenROAD 26Q1-2900-gdf79404cd8, Yosys 0.63+post, stock flow scripts
make -C /OpenROAD-flow-scripts/flow DESIGN_CONFIG=/design/flow/config.mk WORK_HOME=/design/flow/orfs finish
### flow/config.mk
export PLATFORM = sky130hd
export DESIGN_NAME = v_v2k
export DESIGN_NICKNAME = v_v2k
export VERILOG_FILES = /design/flow/design.v
export SDC_FILE = /design/flow/constraint.sdc
export NUM_CORES = 4
export LEC_CHECK = 1
export CORE_AREA = 10 10 70 70
export DIE_AREA = 0 0 80 80
### flow/constraint.sdc
current_design v_v2k

set clk_period 1.0
set clk_io_pct 0.2

create_clock -name clk0 -period $clk_period

set non_clock_inputs [all_inputs -no_clocks]
set_input_delay [expr $clk_period * $clk_io_pct] -clock clk0 $non_clock_inputs
set_output_delay [expr $clk_period * $clk_io_pct] -clock clk0 [all_outputs]
### flow/design.v
module v_v2k
  #(parameter WIDTH = 16) (
    input clk,
    input rst,
    input [WIDTH:0] 	 sig1,
    output reg [WIDTH:0] sig2
   );
   always @(clk) begin
      if (rst) begin
	 sig2 <= #1 0;
      end
      else begin
	 sig2 <= #1 sig1;
      end
   end
endmodule
==> flow_summary.toml <==
# physical design summary
[placed_design]
portBuffers = 35
dp_cells = 100
pre_cts_ws_ns = -0.7200
placed_area_um2 = 546.8
place.gp.congestion = 0.7473

[finish]
ff_latch_area_um2 = 0
area_delta_synth_final_pct = 232.4
flops = 0
design_area_um2 = 449.2
fin_util_pct = 13.15
nFillCells = 410
nClkBuffers = 0
drive_gt1_share_pct = 51.85
mostFrequentLayoutCells = "dlygate4sd2_1, buf_2, nor2b_1"
finalNonFillerCells = 100

[timing]
setup_viol = 0
fmax_ghz = 1.065
fin_crit_sh_pct = 93.92
drv_slew = 0
tightest_slew_ns = 0.09545
period_needed_ns = 0.9392
fin_ws_ns = 0.06076
rsz0062_at_grt = "no"
hold_violations = 0
maxSlewHeadroom_pct = 93.64

[worst_setup_path]
critPathMaxFanout = 5
critPathLaunchType = "primary input"
worstSetupStartpoint = "rst"
worst_ep_arrival_time_ns = 0.74
crit_type = "in2out"
crit_end = "sig2[0]"
crit_required_ns = 0.80
cp-end-kind = "output port"

[pwr]
power_density_mw_per_mm2 = 264.5
netSwitchingFraction_pct = 25.50
pwr-share-seq_pct = 0
peakVddDrop_uv = 52.13
p_leak_uw = 0.0002480
clockPowerShare_pct = 0
pwr-share-comb_pct = 100.0
p_switching_uw = 30.29
p_int_uw = 88.50

[global_routing]
grt_start_max_net_pins = 11
grt_pass1_wl_um = 1414
antenna_found_initial = 0
grt_pass1_vias = 259
grt.overflow.total = 0
grt_util_all_layers_pct = 2.678

[route]
wl_um = 938
n_antenna_cell = 0
antenna_left = 0
drc = 0
vias = 248
viasPerCell = 2.480
dr.pass1.iters = 1
drt_iter0_markers = 0
wl_per_cell_um = 9.380

[synth]
yosysWarningCount = 1
yosysUniqueCellTypes = 3
logic_family = "simple AND/OR/NAND/NOR gates"
syn_area_per_cell_um2 = 7.507
yosysTopAreaCell = "nor2b_1"
ys_cells = 18
mux_share_pct = 0
yosys_area_um2 = 135.1
synth_area_um2 = 135.1
adder_share_pct = 0
topCellsByArea = "nor2b_1, and2b_2, buf_6"
yosysTopAreaCellShare_pct = 46.30
ys_seq_share_pct = 0
ys_sh_aoi_pct = 0
syn_inst = 18
simple_gate_share_pct = 91.67
xor_area_share_pct = 0

[flow_run]
maxCapViolations = 0
tool_warnings = 33

[min_path]
hp-class = "in2out"

[floorplanning]
rows = 21
fp-utilization_pct = 3.956
die_h_um = 80
chip_area_mm2 = 0.006400
pin_count = 36
die_x_um = 80
fp.coreArea_mm2 = 0.003416

[cts]
ctsHoldBuffers = 0

[status]
status = "completed"
how the worst min path moves through the flow:
stage | depth (start not counted) | from | endpoint | slack, ns
4_1_cts | 3 | sig1[15] | sig2[15] | 0.78
5_1_grt | 3 | sig1[11] | sig2[11] | 0.81
6_report | 3 | sig1[15] | sig2[15] | 0.78
area by class of cell:
cell class / count / area [µm²] / area share, %
timing repair buffer: 37 / 260.3 / 57.94
tap: 46 / 57.56 / 12.81
multi-input combinational: 17 / 131.4 / 29.25
stage by stage:
stage                     power [µW]  hold slack [ns]  setup TNS (ns)
final                          118.8           0.7811               0
after global routing           133.3           0.8103               0
after CTS                      122.7           0.7840               0
after detailed placement       177.4            1.309          -11.50
after global placement         176.3            1.314          -10.99
after floorplan                30.47           0.4630               0
power groups by stage:
stage / clock (µW) / combinational [µW] / sequential [µW]
after CTS: 0 / 123 / 0
after global routing: 0 / 133 / 0
final: 0 / 119 / 0
worst max-delay path, cell delays in order:
cell and delay [ns]:
buf_4 0.13, buf_4 0.13, and2b_2 0.19, buf_2 0.09
cells in the mapped netlist:
cell type,count
nor2b_1,10
buf_6,1
and2b_2,7
layer usage:
layer	up-vias	track usage (%)	wire, µm	share of wire, %
met1	109	3.164	349	37
met2	14	4.655	484	52
met3	0	1.136	104	11
li1	125	-	-	-
met4	0	0	0	0
met5	-	0	0	0
repair_timing:
action,4_1_cts,5_1_grt
pin swaps,0,0
resized,75,1
setup buffers,0,0
gates cloned,0,0
setup endpoints to repair,17,2
hold endpoints to repair,0,0
cells by family (layout without fill, tap and decap cells):
| kind of cell | count (synthesis) | after routing |
|---|---|---|
| simple gates | 17 | 17 |
| buf+inv | 1 | 37 |
Power is estimated from default activity; no workload was simulated.
